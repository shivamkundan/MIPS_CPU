==> flow/design.v <==
`timescale 1ns / 1ps
module DataMemory(input wire CLK, 
						input wire [7:0] Address, 
						input wire rd, 
						input wire wr, 
						input wire [31:0] WriteData, 
						output wire [31:0] ReadData
						);
reg [31:0] Mem [255:0];  
integer i;
	always @(posedge CLK)
		begin
			if(wr)
				begin
					Mem[Address] = WriteData;
				end
		end
	assign ReadData = wr ? WriteData: Mem[Address][31:0];
endmodule
==> flow/run.sh <==
#!/bin/bash
# OpenROAD 26Q1-2900-gdf79404cd8, Yosys 0.63+post, stock flow scripts
make -C /OpenROAD-flow-scripts/flow DESIGN_CONFIG=/design/flow/config.mk WORK_HOME=/design/flow/orfs finish
==> flow/config.mk <==
export PLATFORM = sky130hd
export DESIGN_NAME = DataMemory
export DESIGN_NICKNAME = DataMemory
export VERILOG_FILES = /design/flow/design.v
export SDC_FILE = /design/flow/constraint.sdc
export NUM_CORES = 4
export LEC_CHECK = 1
export CORE_UTILIZATION = 40
export SYNTH_MEMORY_MAX_BITS = 65536
==> flow/constraint.sdc <==
current_design DataMemory

set clk_period 42.4
set clk_io_pct 0.2

create_clock -name clk0 -period $clk_period [get_ports {CLK}]

set non_clock_inputs [all_inputs -no_clocks]
set_input_delay [expr $clk_period * $clk_io_pct] -clock clk0 $non_clock_inputs
set_output_delay [expr $clk_period * $clk_io_pct] -clock clk0 [all_outputs]
==> run summary <==
run results: Min-Delay Path Class input pin to register, Yosys reg bits 8192, crit path kind input pin to output pin, pin count of the biggest net entering global routing 94, Critical Path Source Address[0], crit path to ReadData[4], Adders+Majority by Area 0%, die height 886 µm, setup TNS 0 ns, final setup violation count 0, logic area 64200 µm², OpenROAD warning count 27, All-Layer GR Usage 25.4%, Distinct cells, synth 65, via count 150000, Main synth FF type edfxtp_1, register area 246000 µm², synthesis warning total 1, Flop pwr share 53.8%, Power Total 16.6 mW, Simple-Gate Area Share 1.25%, CTS H-tree lvls 6, max-cap violation count 0, Compound Share, Synth 2.76%, dpl hpwl 526000 µm, EDFF count, synth 8192, crit path DAT 15.97 ns, GRT overflow 0, Crit Path Max Fanout 54, CTS sink cnt 8192, Core Region 778000 µm², Final Critical Period 24.45 ns, CTS tree yes, max reg flops 8192, Mapped Cells 13600, Final Instance Area 356000 µm², Multiplexer share 15.8%, Peak Freq 40.9 MHz, Setup crit start kind input pin, Clock Path Buffers 4, Post-CTS Setup Bufs 0, crit path DRT 33.92 ns, via density per instance 5.84, drt drc 0, cell count listed in synth_stat.txt 13600, PortBufs 73, pre-CTS WS 17.84 ns, antenna-violating nets left 0, Filler cells 62900, syn avg cell area 23.0 µm², Post-CTS Hold Fix Bufs 0, Final WS setup 17.95 ns, RePlAce Congestion 0.907, final WL 904000 µm, ys async rst share 0%, P_sw 3.65 mW, Seq/Total Area, Yosys 78.7%, Sw Ratio 22.0%, I/O pins 75, P_leak 109 nW, hold slack final 7.62 ns, Dominant combinational family multiplexers, clock transition at the registers of the reported paths 0.06 ns, YS chip area 313000 µm², die area 785000 µm², Post-Synth XOR/XNOR Area 0%, Comb pwr share 5.1%, Final Hold Violation Tally 0, Clock Root Buffer clkbuf_16, Pint 13.0 mW, FP Util 40.2%, maximum resistive drop on vdd 0.0552 mV, global-route wire length before repair 1260000 µm, RSZ-0062 raised after global routing false, mapped cell area 313000 µm², power per cell area 46.6 nW/µm², status completed, Post-DP Area 331000 µm², post_cts resized 0, CP Capture Type output pin, fin crit share 57.7%, Die X 886 µm, Pins Over Slew Limit 0, share of cells above drive strength 1 28.5%, number of global-route vias before repair 164000, drt wl/cell 35.3 µm, initial antenna violation count 66, Area Growth Syn to Fin 13.9%, Slew HR 16.8%, DRT Pass-1 Iters 5, initial DRC count 10600, Rows 324, worst slew pin tran 1.24 ns, Clock Power Share 41.1%, CTS Buf Count 812
[cell type report]
cell class / instances / area share [%]
tap: 10300 / 3.61
multi-input combinational: 4606 / 18.0
clock inverter: 459 / 1.13
antenna: 170 / 0.119
clock buffer: 1022 / 5.94
inverter: 15 / 0.0186
timing repair buffer: 909 / 2.08
sequential: 8192 / 69.1
[layout by cell type (no fill, tap or decap), types with 23 or more instances in the layout]
master,instances
buf_8,28
a221oi_1,23
o21ai_0,201
a31oi_1,48
edfxtp_1,8192
nor3_2,27
clkinv_2,132
nor4_1,36
o22a_1,103
buf_4,820
o221ai_1,77
o211ai_1,26
a32oi_1,59
clkinv_16,35
clkbuf_1,208
nor2_4,234
a211oi_1,24
clkbuf_16,814
nand2_1,235
nor2_1,53
diode_2,170
nor3_1,83
clkdlybuf4s50_1,32
mux2i_1,418
mux4_2,1942
a22oi_1,134
bufinv_16,34
mux2_2,122
nand3_1,45
clkinv_1,220
o22ai_1,298
a21oi_1,143
[through the flow]
stage	std cells	utilization, %
finish	25600	45.8
global route	25600	45.7
CTS	25500	45.7
detailed placement	24000	42.5
global placement	24000	42.5
floorplan	13600	-
[cell usage after synthesis, types with 9 or more instances]
master,number,area [µm²]
o21ai_0,201,1010
mux2_2,122,1370
nand2_1,245,920
o22ai_1,298,1860
nor4_1,38,238
nor3_1,110,551
a311oi_1,13,114
buf_6,82,923
a41oi_1,9,78.8
a31oi_1,48,300
clkbuf_1,214,803
a211oi_1,24,180
o22a_1,103,902
inv_1,12,45.0
o221ai_1,77,674
mux2i_1,418,4180
a32oi_1,59,517
a22oi_1,134,1010
nand3_1,64,320
a32o_1,9,90.1
buf_4,167,1250
a2bb2oi_1,11,96.3
edfxtp_1,8192,246000
o2111ai_1,11,96.3
buf_1,31,116
nor2b_1,22,138
a221oi_1,24,210
buf_2,298,1490
o211ai_1,26,195
a22o_1,11,96.3
a2111oi_0,14,123
o31ai_1,9,67.6
nand2b_1,14,87.6
mux4_2,1942,43700
or3_1,23,144
and3_1,22,138
nor2_1,289,1080
a21o_1,10,75.1
a21oi_1,144,721
[worst max-delay path, stage by stage]
cell	delay [ns]
buf_16	0.34
buf_4	0.47
buf_4	0.55
buf_4	0.56
buf_4	0.63
buf_4	0.59
buf_4	0.50
buf_4	0.47
mux4_2	0.58
mux2i_1	0.20
o22a_1	0.35
a31oi_1	0.26
a311oi_2	0.70
a41oi_1	0.42
clkdlybuf4s50_1	0.54
[cell families (layout without fill, tap and decap cells)]
group	Yosys count	in the layout
buffers and inverters	813	2405
flip-flops	8192	8192
AND-OR/OR-AND	1258	1258
multiplexers	2482	2482
AND/OR/NAND/NOR	866	866
other	0	170
[layer usage]
layer	vias up	part of all wire [%]	GRT usage (%)	wire length (µm)
met5	-	0.47	5.00	4220
met4	89	4.7	9.30	42900
met3	1737	22	24.4	198000
met2	11800	45	34.8	404000
met1	75500	28	26.7	255000
li1	60500	-	-	-
[power by group through the flow]
stage     combinational (mW)  clock, mW  sequential [mW]
6_report               0.854       6.82             8.93
4_1_cts                0.852       6.92             8.93
5_1_grt                0.901       7.22             8.93
[worst min path at each step]
stage | from | end | slack, ns | cells after the start
6_report | WriteData[5] | Mem[68][5] | 7.62 | 1
5_1_grt | WriteData[5] | Mem[109][5] | 7.59 | 1
4_1_cts | WriteData[5] | Mem[70][5] | 7.55 | 1
Power figures rest on the tool's default switching activity, not on a simulated workload.

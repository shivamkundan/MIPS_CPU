===== design/flow/run.sh =====
#!/bin/bash
# OpenROAD 26Q1-2900-gdf79404cd8, Yosys 0.63+post, stock flow scripts
make -C /OpenROAD-flow-scripts/flow DESIGN_CONFIG=/design/flow/config.mk WORK_HOME=/design/flow/orfs finish

===== design/flow/config.mk =====
export PLATFORM = sky130hd
export DESIGN_NAME = ALU
export DESIGN_NICKNAME = ALU
export VERILOG_FILES = /design/flow/design.v
export SDC_FILE = /design/flow/constraint.sdc
export NUM_CORES = 4
export LEC_CHECK = 1
export CORE_UTILIZATION = 30

===== design/flow/constraint.sdc =====
current_design ALU

set clk_period 16.2
set clk_io_pct 0.2

create_clock -name clk0 -period $clk_period

set non_clock_inputs [all_inputs -no_clocks]
set_input_delay [expr $clk_period * $clk_io_pct] -clock clk0 $non_clock_inputs
set_output_delay [expr $clk_period * $clk_io_pct] -clock clk0 [all_outputs]

===== design/flow/design.v =====
`timescale 1ns / 1ps
module ALU(input [3:0] CTL, 
			  input [31:0] A, 
			  input [31:0] B, 
			  output reg [31:0] OUT, 
			  output ZERO
			  );
	assign ZERO=(0==OUT);
	always @(*)
		begin
			case(CTL)
				4'b0000: OUT = A & B;			 
				4'b0001: OUT = A | B;			 
				4'b0010: OUT = A + B;			 
				4'b0110: OUT = A - B;			 
				4'b0111: OUT = (A < B) ? 1:0;	 
				4'b1100: OUT = ~(A | B);		 
				4'b1101: OUT = ~(A & B);		 
				default: OUT = 0;
			endcase
		end
endmodule

==> qor.csv <==
metric,value,unit
status,finished clean,
wl_per_cell,18.76,um
dp_hpwl,18200,um
critPathCaptureType,output port,
die_w,148.6,um
max-vdd-ir-drop,0.007970,mV
finalNonFillerCells,1270,
setup-tns-final,0,ns
top_area_cell,ha_1,
fp_util,30.69,%
rsz0062_at_grt,no,
p_per_area,33.42,nW/um^2
num_rows,53,
post-route-period-util,68.62,%
drt_iter0_markers,685,
min_from,CTL[0],
layout_setup_ws,5.083,ns
grt_pass1_wl,38120,um
yosys_cells,953,
maxCapViolations,0,
worstHoldPathType,in -> out,
fin_area,7555,um^2
num_io_pins,101,
critPathKind,in -> out,
nFillCells,2206,
layout_top_cell,ha_1,
cp-start-kind,primary input,
fmax,0.08995,GHz
synthCells,953,
die_y,148.6,um
hold_ws,7.680,ns
finalSetupViolCount,0,
top_area_share,20.56,%
ys_seq_share,0,%
crit_slowest_cell,or4b_1,
period_needed,11.12,ns
placed_area,7555,um^2
cp_max_fo,4,
mi_logic_area,5754,um^2
cts_resized,0,
synthesis.area,6451,um^2
lay_top_cells,"106 x ha_1, 100 x clkdlybuf4s50_1, 94 x inv_1",
cp.required,12.96,ns
vias_per_cell,5.913,
layout-drive-gt1-share,5.628,%
slew_headroom,44.81,%
tightestPinTransition,0.8227,ns
io_buffers,101,
area_delta_synth_final,17.11,%
finalWeightedCongestion,0.9894,
max_stage_delay,0.55,ns
cts_setup_buffers,0,
worstHoldEndpoint,OUT[0],
hold_buffers,0,
ys_warn_count,1,
grtUsageTotal,21.69,%
antenna_found_initial,0,
report.final.hold_viol_count,0,
holdPathStages,5,
num_antenna_cells,0,
ys_area,6451,um^2
p_leak,3.180,nW
critPathArrivalTime,7.88,ns
grt_max_degree,54,
dieArea,22090,um^2
vias,7509,
core_area,21020,um^2
dp_slack,5.069,ns
avgSynthCellArea,6.769,um^2
warnings,106,
seq_cells,0,
grt_pass1_vias,6999,
topCellsByArea,"ha_1 21%, a21oi_1 5.6%, inv_1 5.5%",
gr-total-overflow,0,
n_clock_buffer,0,
route.detailed.drc,0,
dp.cells,1270,
yosysUniqueCellTypes,85,
firstDrtPassIters,5,
seq_area,0,um^2
path_cells,"clkdlybuf4s50_1, inv_1, ha_1, fa_1, o21bai_4, nand3_2, and3_1, or3_1, a32o_1, or4_1, or4b_1, nor4_2, nand4_1, nor4_2, clkdlybuf4s50_1",
ant_nets,0,
finalWirelength,23830,um
slew_violations,0,
metrics by stage:
| step | util [%] | total power, W |
|---|---|---|
| after CTS | 35.94 | 0.0002496 |
| after detailed placement | 35.94 | 0.0002481 |
| final | 35.94 | 0.0002525 |
| after global placement | 35.94 | 0.0002482 |
| after global routing | 35.94 | 0.0002773 |
| after floorplan | - | 0.0001587 |
final cells by class:
cell class	count	share of cell area, %
multi-input cells	786	76.17
repair buffers	113	14.51
well taps	275	4.554
inverters	96	4.770
synthesized netlist by cell type, types with 8 or more instances:
cell       number
a21oi_1        72
a221oi_1       26
nand3_1        20
nor4_1         16
buf_2           9
and2_1         10
a211o_1         9
nand2b_1       15
buf_6           8
a211oi_1       13
o221a_2         9
o221ai_1        8
ha_1          106
o2111ai_1       8
a21o_1         20
and3_1          9
a221o_1        11
a31oi_1        12
nor2_1         68
or2_2           9
nor2b_1        15
o21ai_0        61
nand2_1        50
nor3_1         39
o22ai_1        21
clkbuf_1       50
inv_1          94
o211ai_1       10
report_power, final:
group          internal [W]  switching (W)  total, W
logic              0.000107       0.000145  0.000252
clock network             0              0         0
registers                 0              0         0
total              0.000107       0.000145  0.000252
critical path, delay by kind of cell:
| kind | cells | cell delay (ns) |
|---|---|---|
| and+or+nand+nor | 8 | 2.49 |
| AOI/OAI and AO/OA | 2 | 0.44 |
| adders and majority gates | 2 | 0.67 |
| buffers and inverters | 3 | 1.03 |
cell families (layout without fill, tap and decap cells):
family / count (synthesis) / in the layout / synth area share, %
AND-OR/OR-AND: 367 / 367 / 41.29
buffers and inverters: 167 / 209 / 10.94
AND/OR/NAND/NOR: 301 / 301 / 25.16
XOR/XNOR: 7 / 7 / 0.9504
multiplexers: 3 / 3 / 0.4849
adder cells (fa/ha/maj): 108 / 108 / 21.18
worst max path at each step:
| stage | from | endpoint | slack, ns | cells past startpoint |
|---|---|---|---|---|
| 5_1_grt | A[5] | ZERO | 4.84 | 14 |
| 6_report | A[0] | ZERO | 5.08 | 15 |
| 4_1_cts | A[0] | ZERO | 5.06 | 15 |
per-layer routing:
| layer | part of all wire [%] | wire length (um) | vias up | track usage (%) |
|---|---|---|---|---|
| met1 | 45 | 10670 | 3451 | 31.59 |
| li1 | - | - | 3690 | - |
| met3 | 8.4 | 2008 | 24 | 2.316 |
| met5 | 0 | 0 | - | 0 |
| met2 | 45 | 10770 | 344 | 34.81 |
| met4 | 1.6 | 382 | 0 | 3.505 |
No activity file was given, so power comes from the tool's default toggle rates.

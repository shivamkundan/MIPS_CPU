==> ./design.v <==
`timescale 1ns / 1ps
module RegFile(input CLK,
					input RegWrite, 
					input [4:0] ReadRegister1, 
					input [4:0] ReadRegister2, 
					input [4:0] WriteRegister, 
					input [31:0] WriteData, 
					output [31:0] ReadData1, 
					output [31:0]ReadData2
					);
reg [31:0] Regist [31:0];	 
integer i;						 
initial
	begin
		for(i = 0; i < 32; i = i + 1)
			Regist[i] = 32'b0;
	end
always @(posedge CLK)
	if (RegWrite) Regist[WriteRegister] = WriteData;				 
	assign ReadData1 = ReadRegister1 ? Regist[ReadRegister1]:0;	 
	assign ReadData2 = ReadRegister2 ? Regist[ReadRegister2]:0;	 
endmodule
==> ./run.sh <==
#!/bin/bash
# OpenROAD 26Q1-2900-gdf79404cd8, Yosys 0.63+post, stock flow scripts
make -C /OpenROAD-flow-scripts/flow DESIGN_CONFIG=/design/flow/config.mk WORK_HOME=/design/flow/orfs finish
==> ./config.mk <==
export PLATFORM = sky130hd
export DESIGN_NAME = RegFile
export DESIGN_NICKNAME = RegFile
export VERILOG_FILES = /design/flow/design.v
export SDC_FILE = /design/flow/constraint.sdc
export NUM_CORES = 4
export LEC_CHECK = 1
export CORE_UTILIZATION = 40
==> ./constraint.sdc <==
current_design RegFile

set clk_period 9.9
set clk_io_pct 0.2

create_clock -name clk0 -period $clk_period [get_ports {CLK}]

set non_clock_inputs [all_inputs -no_clocks]
set_input_delay [expr $clk_period * $clk_io_pct] -clock clk0 $non_clock_inputs
set_output_delay [expr $clk_period * $clk_io_pct] -clock clk0 [all_outputs]
==> results.tsv <==
metric	value	unit
power.share.combinational	0.092	
post_cts_buffers	0	
grt_pass1_wl	214.8	mm
hold_viol_final	0	
p_seq_frac	0.497	
yosys_cells	2400	
cp-start-kind	input port	
ys_types	40	
largest_register_ffs	1024	
cts_tree	yes	
finalCriticalPeriod	8470	ps
status	finished, final reports clean	
fill_cells	9432	
dp_cells	3963	
hold_buffers	0	
drc	0	
post_route_cells_drive_above_1_share	0.2972	
cts_buffer_depth	3	
synthMuxAreaShare	0.2486	
maxSlewViolCount	0	
portBuffers	112	
ys_ff	1024	
dieArea	0.1188	sq mm
drt_wl_total	152.6	mm
grt_max_degree	85	
first_iter_violations	1622	
fmax	118.1	MHz
edf_count	1024	
die_h	344.6	um
ff_type	edfxtp_1	
io_pins	113	
switching_share	0.2294	
switchingPower	0.002239	W
hold_path_class	input port to flip-flop	
internal_power	0.007520	W
setup.worst_path.end_class	output port	
cts_inserted_buffers	105	
async_flop_share	0	
compound_area_frac	0.05409	
p_leak	17.17	nW
pwr-share-clk	0.412	
fp_util	0.4036	
met2_usage	0.4127	
grt_util_met3	0.2638	
cts.sinks	1024	
rows	125	
finalSetupViolations	0	
cts_max_level	3	
crit_fanout	25	
via_per_inst	6.406	
yosysSeqAreaShare	0.6548	
synth_xor_xnor_area_share	0	
cts_resized	0	
final_util	0.4633	
grt_pass1_vias	30050	
ys_sh_simple	0.01940	
track_usage	0.2851	
core	0.1164	sq mm
synth_warnings	1	
warnings	26	
firstDrtPassIters	8	
power.density	181.0	mW/mm^2
crit_type	input port to output port	
maxCapViolCount	0	
synth_cells	2400	
worst_ep_required_time	7920	ps
routedWlPerCell	36.69	um
use_met1	0.2892	
fin_crit_sh	0.8556	
ys_area	0.04696	sq mm
vias	26650	
syn_area_per_cell	19.57	sq um
dp_hpwl	90.99	mm
gp_congestion	0.9131	
clk_pin_slew	60	ps
finalSetupTns	0	ps
ir_worst_vdd	0.1464	mV
areaGrowthSynthToFinish	14.80	%
rsz0062_at_grt	false	
grt_overflow	0	
topCombFamilyByArea	multiplexers	
cts_root_buf	clkbuf_16	
ant_nets	0	
die_x	344.6	um
antenna_found_initial	10	
mappedNetlistArea	0.04696	sq mm
slew_headroom	0.05792	
finalNonFillerCells	4161	
crit_arrival	6490	ps
grt-busiest-layer	met2	
worst_pin_slew	1402	ps
fa_ha_area_frac	0	
## stage by stage
step | worst slack [ps] | total power (W) | cell area, sq um | hold WS (ps)
floorplan | 4372 | 0.005395 | 46960 | 2079
global placement | 1628 | 0.005810 | 50390 | 2816
detailed placement | 1594 | 0.005820 | 50390 | 2833
CTS | 1561 | 0.009801 | 53910 | 2095
global route | 1443 | 0.01002 | 53910 | 2144
finish | 1430 | 0.009759 | 53910 | 2124
## cells in the mapped netlist, drive strengths merged, types with 5 or more instances
cell | count | share of area
o22ai | 55 | 0.0073
nor2 | 35 | 0.0028
mux2i | 183 | 0.039
nand2 | 65 | 0.0052
or3b | 5 | 0.00093
a2111oi | 31 | 0.0058
mux4 | 425 | 0.20
nor4 | 9 | 0.0012
nand3b | 7 | 0.0011
a21oi | 46 | 0.0049
buf | 97 | 0.013
nor2b | 8 | 0.0011
a22o | 62 | 0.012
a211oi | 47 | 0.0075
a32o | 9 | 0.0019
a211o | 23 | 0.0043
inv | 25 | 0.0020
and2 | 13 | 0.0017
mux2 | 24 | 0.0058
edfxtp | 1024 | 0.65
a221oi | 23 | 0.0043
clkbuf | 104 | 0.0083
nor3 | 33 | 0.0036
o221ai | 31 | 0.0058
## metal layers
layer | vias up | share of wire | wire length, um
met5 | - | 0.0060 | 920
met4 | 32 | 0.039 | 5894
met3 | 344 | 0.21 | 31760
met2 | 2163 | 0.46 | 70500
met1 | 13380 | 0.29 | 43580
li1 | 10730 | - | -
## area by class of cell
| class | instances | area, sq um | share of cell area |
|---|---|---|---|
| sequential | 1024 | 30750 | 0.5704 |
| multi-input combinational | 1150 | 15450 | 0.2866 |
| clock buffer | 121 | 2773 | 0.05143 |
| timing repair buffer | 240 | 2182 | 0.04048 |
| tap | 1524 | 1907 | 0.03537 |
| clock inverter | 75 | 745.7 | 0.01383 |
| inverter | 25 | 96.34 | 0.001787 |
| antenna | 2 | 5.005 | 0.00009284 |
## path summary, 6_finish.rpt
path,startpoint,cells past startpoint,endpoint,slack (ps)
max,ReadRegister2[3],7,ReadData2[20],1430
min,WriteData[24],2,Regist[19][24]$_DFFE_PP_,2120
## critical path: stages
cell and delay [ps]:
clkdlybuf4s50_1 910, or3_2 810, buf_4 530, nor3_4 50, buf_4 300, nor3_1 1160, clkdlybuf4s50_1 700
## placed cells by master, fill, tap and decap left out, types with 12 or more instances in the layout
cell,Yosys,layout
nor3_1,32,32
a2111oi_0,31,25
a22o_1,62,62
o221ai_1,31,31
clkinv_2,0,23
a21oi_1,46,46
inv_1,25,24
nor2_4,0,33
a211o_1,23,23
edfxtp_1,1024,1024
a221oi_1,23,23
buf_4,20,123
clkinv_1,0,21
clkbuf_1,104,12
mux2i_1,183,183
clkdlybuf4s50_1,0,105
bufinv_16,0,12
o22ai_1,55,55
clkbuf_16,0,109
a211oi_1,47,46
mux2_1,19,19
and2_1,13,12
nand2_1,65,64
mux4_2,425,425
## power groups by stage
| stage | Sequential (W) | Combinational, W | Clock, W |
|---|---|---|---|
| after CTS | 0.00485 | 0.000886 | 0.00407 |
| final | 0.00485 | 0.000896 | 0.00402 |
| after global routing | 0.00485 | 0.000946 | 0.00422 |
## kinds of logic (layout without fill, tap and decap cells)
logic type | count (synthesis) | after routing
mux | 632 | 632
other cells | 0 | 2
compound gates | 331 | 331
flops | 1024 | 1024
simple gates | 187 | 187
buf+inv | 226 | 461
Power and IR drop assume default switching activity.
